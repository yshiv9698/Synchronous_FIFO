## design/flow/design.v

```verilog
module complex_module (
    input  clk,
    input  rst_n,
    input  [4:0] mode_sel,
    input  [7:0] opcode,
    output  [1:0] cfg_bits,
    input  [7:0]  data_in_a,
    input  [15:0] data_in_b,
    input  [31:0] data_in_c,
    input  [64:0] data_in_d,
    output [7:0]  result_a,
    output [18:0] result_b,
    output [31:0] status_word,
    output [63:0] combined_out
);
    logic [7:0]  alu_result;
    logic [15:0] sum_reg, diff_reg;
    logic [31:0] mult_reg;
    logic [63:0] conca_reg;
    logic [3:0]  mode_reg;
    logic [7:0]  counter;
    logic ready_flag, enable_op, valid_op;
    logic [1:0]  op_state;
    logic [15:0] internal_mem [0:15];
    logic [31:0] data_pipe [0:7];
    typedef enum logic [1:0] {
        IDLE  = 2'b00,
        LOAD  = 2'b01,
        EXEC  = 2'b10,
        DONE  = 2'b11
    } state_t;
    state_t current_state, next_state;
    always_ff @(posedge clk or negedge rst_n) begin
        if (!rst_n)
            current_state <= IDLE;
        else
            current_state <= next_state;
    end
    always_comb begin
        next_state = current_state;
        case (current_state)
            IDLE:  if (enable_op) next_state = LOAD;
            LOAD:  next_state = EXEC;
            EXEC:  next_state = DONE;
            DONE:  if (!enable_op) next_state = IDLE;
            default: next_state = IDLE;
        endcase
    end
    always_comb begin
        enable_op = (opcode != 8'h00);
        valid_op  = (mode_sel != 4'hF);
    end
    always_comb begin
        case (opcode)
            8'h01: alu_result = data_in_a + data_in_b[7:0];
            8'h02: alu_result = data_in_a - data_in_b[7:0];
            8'h03: alu_result = data_in_a ^ data_in_b[7:0];
            8'h04: alu_result = data_in_a & data_in_b[7:0];
            8'h05: alu_result = data_in_a | data_in_b[7:0];
            8'h06: alu_result = data_in_a << 1;
            8'h07: alu_result = data_in_a >> 1;
            default: alu_result = 8'hAA;
        endcase
    end
    always_ff @(posedge clk or negedge rst_n) begin
        if (!rst_n) begin
            counter   <= 0;
            sum_reg   <= 0;
            diff_reg  <= 0;
            mult_reg  <= 0;
            concat_reg <= 0;
            mode_reg  <= 0;
            ready_flag <= 0;
        end else begin
            counter <= counter + 1;
            sum_reg <= data_in_a + data_in_b[7:0];
            diff_reg <= data_in_b - data_in_a;
            mult_reg <= data_in_c * counter;
            concat_reg <= {data_in_d[31:0], data_in_c[31:0]};
            mode_reg <= mode_sel;
            ready_flag <= (current_state == DONE);
        end
    end
    always_ff @(posedge clk) begin
        if (!rst_n)
            for (int i = 0; i < 16; i++) internal_mem[i] <= 16'd0;
        else if (enable_op)
            internal_mem[counter[3:0]] <= data_in_b + counter;
    end
    always_ff @(posedge clk or negedge rst_n) begin
        if (!rst_n) begin
            for (int i = 0; i < 8; i++) data_pipe[i] <= 32'd0;
        end else begin
            data_pipe[0] <= data_in_c;
            for (int j = 1; j < 8; j++)
                data_pipe[j] <= data_pipe[j-1];
        end
    end
    assign result_a    = alu_result;
    assign result_b    = sum_reg + diff_reg;
    assign status_word = {mode_reg, ready_flag, 3'b000, opcode, counter};
    assign combined_out = concat_reg ^ {data_in_d[31:0], data_in_c[31:0]};
endmodule
```

## design/flow/run.sh

```bash
#!/bin/bash
# OpenROAD 26Q1-2900-gdf79404cd8, Yosys 0.63+post, stock flow scripts
make -C /OpenROAD-flow-scripts/flow DESIGN_CONFIG=/design/flow/config.mk WORK_HOME=/design/flow/orfs finish
```

## design/flow/config.mk

```make
export PLATFORM = sky130hd
export DESIGN_NAME = complex_module
export DESIGN_NICKNAME = complex_module
export VERILOG_FILES = /design/flow/design.v
export SDC_FILE = /design/flow/constraint.sdc
export NUM_CORES = 4
export LEC_CHECK = 1
export CORE_AREA = 10 10 139 139
export DIE_AREA = 0 0 149 149
```

## design/flow/constraint.sdc

```tcl
current_design complex_module

set clk_period 7.4
set clk_io_pct 0.2

create_clock -name clk0 -period $clk_period [get_ports {clk}]

set non_clock_inputs [all_inputs -no_clocks]
set_input_delay [expr $clk_period * $clk_io_pct] -clock clk0 $non_clock_inputs
set_output_delay [expr $clk_period * $clk_io_pct] -clock clk0 [all_outputs]
```

==> results.txt <==
Notes on the physical design

The post-synthesis instance total is 508. The placement report lists the number of port buffers as 85. The total cell area at the placement stage is 0.004803 mm2. The synthesized flop and latch total is 42. The summed standard-cell area reported by yosys is 0.004317 mm2. The internal portion of the total power is 623.5 uW. At the worst endpoint, the arrival time is 5.03 ns. The final layout reports a setup TNS of 0 ns. The clock tree from TritonCTS is built.

The slowest stage of the critical path is the sky130_fd_sc_hd__or4b_1 cell. In the post-synthesis netlist, the biggest area contributors are sky130_fd_sc_hd__dfrtp_1 24%, sky130_fd_sc_hd__buf_4 15%, sky130_fd_sc_hd__ha_1 12%. CTS built an H-tree with a depth of 2. The remaining max-slew budget at the tightest pin is 42.25%. The category of the critical setup timing path is in -> out. The area of the core is 0.01647 mm2.

The final weighted congestion recorded by global placement is 0.8642. The wire length of the first global-routing pass is 16080 um. The register with the most flip-flops in the layout has 16 of them. In the final report, the number of hold violations comes to 0. The DRC violation count after routing is 0. The share of total power dissipated in the clock network is 26.7%.

The min-delay analysis places its worst path in the category reg -> reg. In this run the VDD rail shows a maximum IR drop of 86.22 uV. In the Yosys stats the netlist draws on 57 distinct library cells.

The top achievable clock speed is 0.1535 GHz. The number of buffers on the longest clock path is 2. The cell total in the yosys stat output is 508.

The minimum clock period is 6.513 ns. The total clock buffers created by CTS is 5. The core utilization before placement is 26.22%. Counting every sink on the clock net gives 42.

Total power normalized to cell area comes to 182.0 mW/mm2. Per the skew report, the later register of the worst-skew pair sees a clock latency of 0.28 ns. In the final layout, the fill cell count is 1744.

The wire length after detailed routing is 9765 um. Endpoints with negative setup slack in the final report add up to 0. Row generation in the floorplan step produced 47 rows.

According to the timing report, the data required time at the worst endpoint equals 5.92 ns. The combined buffer and inverter count along the critical path is 2. The maximum cell stage delay along the critical path is 0.69 ns. The fraction of the mapped netlist area in simple logic gates is 15.68%. The number of vias after detailed routing is 3199. The number of placed instances, taps included, is 730.

The average routed wire per standard cell is 13.23 um. Per the synthesis report, the adder-cell share of the synthesized area is 14.03%. In this run, synthesis inferred 0 flip-flops with an integrated enable.

The end-of-flow core utilization is 30.21%. The final instance area is 0.004974 mm2. The share of the Yosys chip area taken by registers is 24.38%. The predominant post-synthesis flop cell is sky130_fd_sc_hd__dfrtp_1. In this run, post-CTS repair resized a total of 0 instances.

Antenna repair during routing inserted a diode count of 0. On the worst setup and hold paths after CTS, the clock-pin slew comes to 0.06 ns. After detailed routing, the number of vias per cell comes to 4.335.

The post-route netlist has 5.405% of its cells at a drive strength greater than 1. The xor/xnor share of the synthesized area is 8.319%. The largest delay contributor family on the critical path is simple AND/OR/NAND/NOR gates. The clock tree root buffer cell is sky130_fd_sc_hd__clkbuf_16. For this design the top-level I/O count stands at 261. The number of OpenROAD warnings is 76.

The via count of the first global-routing pass was 3273. The synthesis warning total is 7. The post-CTS repair timing setup buffer count is 0.

The number of antenna violations at the first check in global routing is 0. The proportion of netlist area held by the largest area contributor is 23.77%. The hold buffer count at cts is 0. The signal on the critical path passes through clkdlybuf4s50_1, nor2_1, or4b_1, nor2_1, a21oi_1, xnor2_1, ha_1, o21a_1, o31a_1, o21a_1, or3_1, a31o_2, clkdlybuf4s50_1. The pin count of the biggest net entering global routing is 43. The max-slew violation count is 0. Looking at the power breakdown, sequential logic takes 28.9% of the total.

The layout overhead on the synthesized area is 15.22%. Per the synth stats, the proportion of register bits with asynchronous set or reset is 100.0%. Per the timing report, the biggest fanout along the worst path comes to 10. sky130_fd_sc_hd__dfrtp_1 takes more of the synthesized area than any other cell.

The detail route stage leaves a number of antenna-violating nets equal to 0. The pin closest to its max-slew limit shows a slew of 0.8623 ns. The part of the cycle the worst path needs is 88.01%.

The die is 149 um wide. The all-layer global routing usage is 8.706%. A synthesized cell averages 8.497 um2. The y dimension of the die is 149 um. The max-capacitance violation count is 0. Grouping non-sequential cells by family puts the most area in buffers and inverters. The part of the total power dissipated in combinational logic is 44.3%.

In this run the static leakage power is 2.127 nW. The placed wire-length estimate after detailed placement is 8266 um. The kind of capture point of the worst setup path is an output pin.

Setup repair after global routing left no endpoint under its margin. The fraction of power spent switching nets is 31.11%. After global routing the overflow that remains totals 0. The net switching power in the latest report is 281.6 uW. Yosys reports the multiplexer fraction of the synthesized area as 1.565%.

The startpoint type of the worst setup path is an input pin. The first detailed-routing pass ran for 5 iterations. The finished layout holds 738 standard cells, fillers aside. The total die size is 0.02220 mm2. Of the total synthesized cell area, the portion taken by AND-OR and OR-AND cells is 16.03%.

The largest clock skew in the final design is 0.006144 ns. After synthesis the cells add up to 0.004317 mm2. The run finished with clean final reports. Detailed-route iteration 0 reported a violation count of 188.
-- power groups by stage --
stage         clock [mW]  combinational, mW  sequential [mW]
global route       0.266              0.457            0.265
CTS                0.253              0.410            0.262
finish             0.242              0.401            0.262
-- cells by family (layout without fill, tap and decap cells) --
family,count (synthesis),count (layout)
xor+xnor,41,41
fa+ha+maj,46,46
flops,42,42
other cells,1,15
compound gates,105,105
mux,3,3
simple gates,131,131
buf+inv,139,135
-- routing by layer --
metal | wire length, um | global-route usage, %
met5 | 0 | 0
met4 | 176 | 1.472
met3 | 616 | 1.972
met2 | 4475 | 14.32
met1 | 4497 | 11.66
-- cell type report --
cell class	instances	area [um2]	area share (%)
clock buffer	5	125.1	2.516
tap	220	275.3	5.535
multi-input combinational	341	2457	49.41
inverter	38	142.6	2.868
sequential	42	1052	21.16
clock inverter	3	45.04	0.9057
timing repair buffer	89	875.8	17.61
-- worst paths after layout --
path / startpoint / end / slack, ns / cells past startpoint
worst max-delay path: opcode[5] / result_a[5] / 0.89 / 13
worst min-delay path: current_state[2] / current_state[1] / 0.35 / 0
worst max register to register: counter[0] / counter[6] / 6.21 / 4
worst min register to register: current_state[2] / current_state[1] / 0.35 / 0
max in group asynchronous: rst_n / current_state[0] / 5.80 / 2
min in group asynchronous: rst_n / ready_flag / 1.24 / 2
-- stage by stage --
stage                     hold slack, ns  worst slack (ns)  total power, mW
after detailed placement          0.3388            0.8782           0.6747
after global routing              0.3718            0.6108           0.9877
final                             0.3543            0.8870           0.9051
after global placement            0.3363            0.9130           0.6726
after floorplan                   0.3312             2.142           0.5132
after CTS                         0.3582            0.8726           0.9258
-- Yosys cell counts, types with 2 or more instances --
| cell type | number |
|---|---|
| sky130_fd_sc_hd__nor2_1 | 37 |
| sky130_fd_sc_hd__a31o_2 | 3 |
| sky130_fd_sc_hd__a21o_1 | 6 |
| sky130_fd_sc_hd__nand3_1 | 13 |
| sky130_fd_sc_hd__or3_4 | 2 |
| sky130_fd_sc_hd__o21ai_0 | 22 |
| sky130_fd_sc_hd__nand4_1 | 6 |
| sky130_fd_sc_hd__and2_1 | 3 |
| sky130_fd_sc_hd__buf_2 | 9 |
| sky130_fd_sc_hd__a211o_1 | 3 |
| sky130_fd_sc_hd__dfrtp_1 | 41 |
| sky130_fd_sc_hd__a221oi_1 | 2 |
| sky130_fd_sc_hd__nor4_1 | 7 |
| sky130_fd_sc_hd__o31ai_1 | 3 |
| sky130_fd_sc_hd__o21a_1 | 5 |
| sky130_fd_sc_hd__nor2b_1 | 9 |
| sky130_fd_sc_hd__or3_1 | 6 |
| sky130_fd_sc_hd__and3_1 | 4 |
| sky130_fd_sc_hd__o21ai_1 | 2 |
| sky130_fd_sc_hd__fa_1 | 4 |
| sky130_fd_sc_hd__xor2_1 | 19 |
| sky130_fd_sc_hd__buf_4 | 87 |
| sky130_fd_sc_hd__ha_1 | 42 |
| sky130_fd_sc_hd__nand2b_1 | 7 |
| sky130_fd_sc_hd__a311oi_1 | 2 |
| sky130_fd_sc_hd__o211ai_1 | 3 |
| sky130_fd_sc_hd__a31oi_1 | 2 |
| sky130_fd_sc_hd__nor3_1 | 6 |
| sky130_fd_sc_hd__nand2_1 | 25 |
| sky130_fd_sc_hd__mux4_2 | 3 |
| sky130_fd_sc_hd__a211oi_1 | 3 |
| sky130_fd_sc_hd__xnor2_1 | 22 |
| sky130_fd_sc_hd__inv_1 | 38 |
| sky130_fd_sc_hd__a21boi_0 | 2 |
| sky130_fd_sc_hd__clkbuf_1 | 5 |
| sky130_fd_sc_hd__a21oi_1 | 30 |
| sky130_fd_sc_hd__o31a_1 | 3 |
| sky130_fd_sc_hd__a22o_1 | 3 |
-- placed cells by master, fill, tap and decap left out, types with 13 or more instances in the layout --
master and n:
sky130_fd_sc_hd__a21oi_1 30, sky130_fd_sc_hd__nand3_1 13, sky130_fd_sc_hd__xnor2_1 22, sky130_fd_sc_hd__nand2_1 25, sky130_fd_sc_hd__conb_1 15, sky130_fd_sc_hd__nor2_1 37
sky130_fd_sc_hd__o21ai_0 22, sky130_fd_sc_hd__dfrtp_1 41, sky130_fd_sc_hd__xor2_1 19, sky130_fd_sc_hd__inv_1 38, sky130_fd_sc_hd__ha_1 42, sky130_fd_sc_hd__clkdlybuf4s50_1 84
Power is estimated from default activity; no workload was simulated.
